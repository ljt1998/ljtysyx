**design/flow/config.mk**
```make
export PLATFORM = sky130hd
export DESIGN_NAME = id_pipline
export DESIGN_NICKNAME = id_pipline
export VERILOG_FILES = /design/flow/design.v
export SDC_FILE = /design/flow/constraint.sdc
export NUM_CORES = 4
export LEC_CHECK = 1
export CORE_AREA = 10 10 305 305
export DIE_AREA = 0 0 315 315
```
**design/flow/constraint.sdc**
```tcl
current_design id_pipline

set clk_period 1.0
set clk_io_pct 0.2

create_clock -name clk0 -period $clk_period [get_ports {clk}]

set non_clock_inputs [all_inputs -no_clocks]
set_input_delay [expr $clk_period * $clk_io_pct] -clock clk0 $non_clock_inputs
set_output_delay [expr $clk_period * $clk_io_pct] -clock clk0 [all_outputs]
```
**design/flow/design.v**
```verilog
`timescale 1ns / 1ps
module id_pipline(
    input wire clk,
    input wire rst,
    input wire [31:0] inst_i,
    input wire [7:0]   aluop_i, 
    input wire [2:0]  alusel_i, 
    input wire [63:0]        rs1_data_i,
    input wire [63:0]        rs2_data_i,
    input wire [63:0]        pc_addr_i,
    input wire [4:0]         wb_addr_i, 
    input wire               wb_en_i,
    input wire               hazard_flush_i,
    input wire               mem_r_en_i,
    input wire               mem_w_en_i,
    input wire               mem_is_signed_i,
    input wire [7:0]         mem_mask_i,
    input wire [63:0]        mem_wr_data_i,
    input wire [4:0]         rs1_addr_id_i,
    input wire [4:0]         rs2_addr_id_i,
    input wire [63:0]        difftest_pc_i,
    input wire               difftest_flush_i,
    output reg               mem_is_signed_o,
    output reg               difftest_flush_o,
    output reg [31:0]        inst_o,
    output reg [63:0]        difftest_pc_o,
    output reg [4:0]         rs1_addr_id_o,
    output reg [4:0]         rs2_addr_id_o,
    output reg [7:0]   aluop_o, 
    output reg [2:0]  alusel_o, 
    output reg [63:0]        rs1_data_pipline_o,
    output reg [63:0]        rs2_data_pipline_o,
    output reg [63:0]        pc_addr_o,
    output reg [4:0]         wb_addr_o, 
    output reg               wb_en_o,
    output reg               mem_r_en_o,
    output reg               mem_w_en_o,
    output reg [7:0]         mem_mask_o,
    output reg [63:0]        mem_wr_data_o
);
wire [7:0] aluop_new_i;
always @(posedge clk or posedge rst) begin 
        if (rst) 
            aluop_o <= 'd0; 
        else if (1'b1) 
            aluop_o <= aluop_new_i; 
    end
assign aluop_new_i = hazard_flush_i ? 'd0 : aluop_i;
wire [2:0] alusel_new_i;
always @(posedge clk or posedge rst) begin 
        if (rst) 
            alusel_o <= 'd0; 
        else if (1'b1) 
            alusel_o <= alusel_new_i; 
    end
assign alusel_new_i = hazard_flush_i ? 'd0 : alusel_i;
wire [63:0] rs1_data_new_i;
always @(posedge clk or posedge rst) begin 
        if (rst) 
            rs1_data_pipline_o <= 'd0; 
        else if (1'b1) 
            rs1_data_pipline_o <= rs1_data_new_i; 
    end
assign rs1_data_new_i = hazard_flush_i ? 'd0 : rs1_data_i;
wire [63:0] rs2_data_new_i;
always @(posedge clk or posedge rst) begin 
        if (rst) 
            rs2_data_pipline_o <= 'd0; 
        else if (1'b1) 
            rs2_data_pipline_o <= rs2_data_new_i; 
    end
assign rs2_data_new_i = hazard_flush_i ? 'd0 : rs2_data_i;
wire [63:0] pc_addr_new_i;
always @(posedge clk or posedge rst) begin 
        if (rst) 
            pc_addr_o <= 'd0; 
        else if (1'b1) 
            pc_addr_o <= pc_addr_new_i; 
    end
assign pc_addr_new_i = hazard_flush_i ? 'd0 : pc_addr_i;
wire [4:0] wb_addr_new_i;
always @(posedge clk or posedge rst) begin 
        if (rst) 
            wb_addr_o <= 'd0; 
        else if (1'b1) 
            wb_addr_o <= wb_addr_new_i; 
    end
assign wb_addr_new_i = hazard_flush_i ? 'd0 : wb_addr_i;
wire wb_en_new_i;
always @(posedge clk or posedge rst) begin 
        if (rst) 
            wb_en_o <= 'd0; 
        else if (1'b1) 
            wb_en_o <= wb_en_new_i; 
    end
assign wb_en_new_i = hazard_flush_i ? 'd0 : wb_en_i;
wire mem_is_signed_new_i;
always @(posedge clk or posedge rst) begin 
        if (rst) 
            mem_is_signed_o <= 'd0; 
        else if (1'b1) 
            mem_is_signed_o <= mem_is_signed_new_i; 
    end
assign mem_is_signed_new_i = hazard_flush_i ? 'd0 : mem_is_signed_i;
wire mem_r_en_new_i;
always @(posedge clk or posedge rst) begin 
        if (rst) 
            mem_r_en_o <= 'd0; 
        else if (1'b1) 
            mem_r_en_o <= mem_r_en_new_i; 
    end
assign mem_r_en_new_i = hazard_flush_i ? 'd0 : mem_r_en_i;
wire mem_w_en_new_i;
always @(posedge clk or posedge rst) begin 
        if (rst) 
            mem_w_en_o <= 'd0; 
        else if (1'b1) 
            mem_w_en_o <= mem_w_en_new_i; 
    end
assign mem_w_en_new_i = hazard_flush_i ? 'd0 : mem_w_en_i;
wire [7:0] mem_mask_new_i;
always @(posedge clk or posedge rst) begin 
        if (rst) 
            mem_mask_o <= 'd0; 
        else if (1'b1) 
            mem_mask_o <= mem_mask_new_i; 
    end
assign mem_mask_new_i = hazard_flush_i ? 'd0 : mem_mask_i;
wire[63:0] mem_wr_data_new_i;
always @(posedge clk or posedge rst) begin 
        if (rst) 
            mem_wr_data_o <= 'd0; 
        else if (1'b1) 
            mem_wr_data_o <= mem_wr_data_new_i; 
    end
assign mem_wr_data_new_i = hazard_flush_i ? 'd0 : mem_wr_data_i;
wire [4:0] rs1_addr_id_new_i;
always @(posedge clk or posedge rst) begin 
        if (rst) 
            rs1_addr_id_o <= 'd0; 
        else if (1'b1) 
            rs1_addr_id_o <= rs1_addr_id_new_i; 
    end
assign rs1_addr_id_new_i = hazard_flush_i ? 'd0 : rs1_addr_id_i;
wire [4:0] rs2_addr_id_new_i;
always @(posedge clk or posedge rst) begin 
        if (rst) 
            rs2_addr_id_o <= 'd0; 
        else if (1'b1) 
            rs2_addr_id_o <= rs2_addr_id_new_i; 
    end
assign rs2_addr_id_new_i = hazard_flush_i ? 'd0 : rs2_addr_id_i;
wire [31:0] inst_new_i;
always @(posedge clk or posedge rst) begin 
        if (rst) 
            inst_o <= 'd0; 
        else if (1'b1) 
            inst_o <= inst_new_i; 
    end
assign inst_new_i = hazard_flush_i ? 'd0 : inst_i;
wire[63:0] difftest_pc_new_i;
always @(posedge clk or posedge rst) begin 
        if (rst) 
            difftest_pc_o <= 'd0; 
        else if (1'b1) 
            difftest_pc_o <= difftest_pc_new_i; 
    end
assign difftest_pc_new_i = hazard_flush_i ? 'd0 : difftest_pc_i;
wire  difftest_flush_new_i;
always @(posedge clk or posedge rst) begin 
        if (rst) 
            difftest_flush_o <= 'd0; 
        else if (1'b1) 
            difftest_flush_o <= difftest_flush_new_i; 
    end
assign difftest_flush_new_i = hazard_flush_i ? 'd1 : difftest_flush_i;
endmodule
```
**design/flow/run.sh**
```bash
#!/bin/bash
# OpenROAD 26Q1-2900-gdf79404cd8, Yosys 0.63+post, stock flow scripts
make -C /OpenROAD-flow-scripts/flow DESIGN_CONFIG=/design/flow/config.mk WORK_HOME=/design/flow/orfs finish
```
==> flow_results.xml <==
<?xml version="1.0" encoding="UTF-8"?>
<metrics>
  <group name="status">
    <metric name="outcome" unit="">finished with violations</metric>
    <metric name="failed_checks" unit="">setup timing</metric>
  </group>
  <group name="clock_tree">
    <metric name="h-tree-depth" unit="">2</metric>
    <metric name="total_clock_sinks" unit="">391</metric>
    <metric name="numCtsBuffers" unit="">46</metric>
    <metric name="path_clk_slew" unit="ns">0.06</metric>
    <metric name="clock_tree.root_cell" unit="">sky130_fd_sc_hd__clkbuf_16</metric>
    <metric name="max-clock-path-buffers" unit="">3</metric>
    <metric name="tritoncts_clock_tree" unit="">yes</metric>
  </group>
  <group name="finish">
    <metric name="utilization" unit="%">25.6</metric>
    <metric name="combGateArea" unit="mm^2">0.00245</metric>
    <metric name="num-fill-cells" unit="">9027</metric>
    <metric name="design_area" unit="mm^2">0.0222</metric>
    <metric name="regArea" unit="mm^2">0.00979</metric>
    <metric name="layout-drive-gt1-share" unit="%">32.4</metric>
    <metric name="syn2layout_area_growth" unit="%">78.8</metric>
    <metric name="layout.cells.most_common" unit="">sky130_fd_sc_hd__clkdlybuf4s50_1</metric>
    <metric name="mostFrequentLayoutCells" unit="">sky130_fd_sc_hd__clkdlybuf4s50_1, sky130_fd_sc_hd__nor2b_1, sky130_fd_sc_hd__dfrtp_1, sky130_fd_sc_hd__buf_2, sky130_fd_sc_hd__buf_4</metric>
  </group>
  <group name="synth">
    <metric name="post_synth_instance_area" unit="mm^2">0.0124</metric>
    <metric name="top_area_cell" unit="">sky130_fd_sc_hd__dfrtp_1</metric>
    <metric name="synth.yosys.chip_area" unit="mm^2">0.0124</metric>
    <metric name="compound_area_share" unit="%">0</metric>
    <metric name="adder_share" unit="%">0</metric>
    <metric name="netlist-cell-type-count" unit="">6</metric>
    <metric name="netlist_instances" unit="">826</metric>
    <metric name="yosys_cells" unit="">826</metric>
    <metric name="top_area_share" unit="%">78.9</metric>
    <metric name="syn-mean-instance-area" unit="um^2">15.0</metric>
    <metric name="muxShareOfSynthArea" unit="%">0</metric>
    <metric name="ys.warnings.count" unit="">1</metric>
    <metric name="simple_gate_share" unit="%">19.7</metric>
    <metric name="yosys.area_share.xor_xnor" unit="%">0</metric>
    <metric name="seq_area_frac_synth" unit="%">78.9</metric>
    <metric name="post_synthesis_register_bit_count" unit="">391</metric>
    <metric name="area_leaders" unit="">sky130_fd_sc_hd__dfrtp_1, sky130_fd_sc_hd__nor2b_1, sky130_fd_sc_hd__clkbuf_1</metric>
    <metric name="netlist_logic_family_top" unit="">simple AND/OR/NAND/NOR gates</metric>
  </group>
  <group name="pwr">
    <metric name="post-layout-total-power" unit="W">0.0382</metric>
    <metric name="pwr_density" unit="mW/mm^2">1720</metric>
    <metric name="power_leakage" unit="nW">10.6</metric>
    <metric name="max-vdd-ir-drop" unit="V">0.00151</metric>
  </group>
  <group name="final_timing">
    <metric name="part_of_the_cycle_the_worst_path_needs" unit="%">138</metric>
    <metric name="final_critical_path_setup_slack" unit="ns">-0.382</metric>
    <metric name="grt_setup_unrepaired" unit="">yes</metric>
    <metric name="number_of_failing_hold_endpoints_at_the_final_stage" unit="">0</metric>
    <metric name="worst_pin_slew" unit="ns">0.344</metric>
    <metric name="setup_total_negative_slack" unit="ns">-98.46</metric>
    <metric name="achievable-frequency" unit="MHz">724</metric>
    <metric name="finalSetupViolCount" unit="">391</metric>
    <metric name="finalWorstPathRequiredPeriod" unit="ns">1.38</metric>
    <metric name="final_max_slew_viol_count" unit="">0</metric>
    <metric name="maxSlewHeadroom" unit="%">77.0</metric>
  </group>
  <group name="routing">
    <metric name="post_drt_via_cell_ratio" unit="">3.26</metric>
    <metric name="detailedRoute.firstIterationViolations" unit="">396</metric>
    <metric name="routed-via-count" unit="">9450</metric>
    <metric name="detail-route-antenna-nets" unit="">0</metric>
    <metric name="routedWlPerCell" unit="um">19.4</metric>
    <metric name="finalWirelength" unit="um">56200</metric>
    <metric name="drc" unit="">0</metric>
    <metric name="drt_pass1_iterations" unit="">4</metric>
  </group>
  <group name="floorplan">
    <metric name="die_h" unit="um">315</metric>
    <metric name="initial_core_util" unit="%">14.3</metric>
    <metric name="num_rows" unit="">108</metric>
    <metric name="floorplan.die_area" unit="mm^2">0.0992</metric>
    <metric name="die.size.x" unit="um">315</metric>
    <metric name="num_io_pins" unit="">785</metric>
    <metric name="area_of_the_placeable_core" unit="mm^2">0.0866</metric>
  </group>
  <group name="critical_path">
    <metric name="required" unit="ns">0.80</metric>
    <metric name="worst-endpoint-arrival" unit="ns">1.18</metric>
    <metric name="critical_path_peak_fanout" unit="">1</metric>
    <metric name="worst-setup-path-type" unit="">reg2out</metric>
    <metric name="timing.critical_path.slowest_stage_cell" unit="">sky130_fd_sc_hd__dfrtp_2</metric>
    <metric name="critPathLaunchType" unit="">register</metric>
    <metric name="critical_path.top_delay_family" unit="">flip-flops</metric>
    <metric name="critical_path.n_buffers_inverters" unit="">1</metric>
    <metric name="critPathCaptureType" unit="">output port</metric>
    <metric name="crit_chain" unit="">buf_6</metric>
    <metric name="startpoint_of_the_most_critical_setup_path" unit="">rs2_data_pipline_o[42]</metric>
    <metric name="timing.critical_path.slowest_cell_delay" unit="ns">0.46</metric>
  </group>
  <group name="worst_hold_path">
    <metric name="worstHoldPathType" unit="">in2async</metric>
  </group>
  <group name="global_routing">
    <metric name="global_route.usage.total" unit="%">11.1</metric>
    <metric name="global_route.overflow_total" unit="">0</metric>
    <metric name="grt_pass1_vias" unit="">10800</metric>
    <metric name="grt_first_pass_wirelength" unit="um">78800</metric>
    <metric name="grt_max_degree" unit="">50</metric>
    <metric name="number_of_antenna_violations_at_the_first_check_in_global_routing" unit="">22</metric>
  </group>
  <group name="job">
    <metric name="stage_log_warnings" unit="">28</metric>
    <metric name="max_cap_violations" unit="">0</metric>
  </group>
  <group name="place">
    <metric name="pre_cts_ws" unit="ns">-0.315</metric>
    <metric name="io_buffers" unit="">784</metric>
    <metric name="dpl_cell_area" unit="mm^2">0.0224</metric>
    <metric name="routabilityCongestion" unit="">0.906</metric>
    <metric name="hpwlAfterDp" unit="um">46000</metric>
  </group>
</metrics>
[power by group]
group	switching, W	leakage (nW)	internal, W
sequential	0.000230	5.03	0.0166
clock	0.00666	0.770	0.0106
combinational	0.00146	4.80	0.00258
total	0.00836	10.6	0.0298
[layout make-up]
| type | instances | area share [%] |
|---|---|---|
| diodes | 4 | 0.0452 |
| well taps | 1155 | 6.52 |
| clock inverters | 18 | 1.12 |
| multi-input cells | 391 | 11.0 |
| flip-flops and latches | 391 | 44.2 |
| clock buffers | 62 | 6.01 |
| inverters | 1 | 0.0339 |
| repair buffers | 878 | 31.1 |
[synthesized netlist by cell type]
library cell	instances
sky130_fd_sc_hd__dfrtp_1	391
sky130_fd_sc_hd__nor2b_1	390
sky130_fd_sc_hd__buf_2	4
sky130_fd_sc_hd__or2_2	1
sky130_fd_sc_hd__clkbuf_1	39
sky130_fd_sc_hd__inv_1	1
[state kept, by name, indices dropped and copies added (netlist names), 5 cells and up]
| signal | cells |
|---|---|
| mem_mask_o | 8 |
| aluop_o | 8 |
| wb_addr_o | 5 |
| pc_addr_o | 64 |
| rs2_data_pipline_o | 64 |
| rs1_addr_id_o | 5 |
| mem_wr_data_o | 64 |
| rs2_addr_id_o | 5 |
| rs1_data_pipline_o | 64 |
| difftest_pc_o | 64 |
| inst_o | 32 |
[routing by layer]
metal  part of all wire (%)  vias up  wire (um)  track usage, %
li1                       -     4255          -               -
met1                     36     4557      20400            12.6
met2                     48      506      26900            18.1
met3                     13      100       7280            6.19
met4                    2.5       32       1400            2.28
met5                   0.36        -        203               0
[kinds of logic (layout without fill, tap and decap cells)]
| group | after synthesis | in the layout |
|---|---|---|
| DFF | 391 | 391 |
| other | 0 | 4 |
| and+or+nand+nor | 391 | 391 |
| buffers and inverters | 44 | 959 |
[stage by stage]
stage	hold WS (ns)	instances
after floorplan	0.309	826
after global placement	0.496	2814
after global routing	0.0362	2896
after detailed placement	0.496	2814
final	0.0772	2900
after CTS	0.0336	2896
[timing repair]
action	CTS	global route
endpoints found under the setup margin	391	391
resized	1371	2
endpoints found under the hold margin	1	0
buffers inserted	0	0
pin swaps	0	0
hold buffers	2	0
[how the worst max path moves through the flow]
stage | to | slack, ns | cells after the start
CTS | rs2_data_pipline_o[43] | -0.49 | 1
finish | rs2_data_pipline_o[42] | -0.38 | 1
global route | rs2_data_pipline_o[43] | -0.47 | 1
Power figures rest on the tool's default switching activity, not on a simulated workload.
