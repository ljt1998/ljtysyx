===== flow/run.sh =====
#!/bin/bash
# OpenROAD 26Q1-2900-gdf79404cd8, Yosys 0.63+post, stock flow scripts
make -C /OpenROAD-flow-scripts/flow DESIGN_CONFIG=/design/flow/config.mk WORK_HOME=/design/flow/orfs finish

===== flow/config.mk =====
export PLATFORM = sky130hd
export DESIGN_NAME = alu
export DESIGN_NICKNAME = alu
export VERILOG_FILES = /design/flow/design.v
export SDC_FILE = /design/flow/constraint.sdc
export NUM_CORES = 4
export LEC_CHECK = 1
export CORE_UTILIZATION = 40

===== flow/constraint.sdc =====
current_design alu

set clk_period 36.7
set clk_io_pct 0.2

create_clock -name clk0 -period $clk_period

set non_clock_inputs [all_inputs -no_clocks]
set_input_delay [expr $clk_period * $clk_io_pct] -clock clk0 $non_clock_inputs
set_output_delay [expr $clk_period * $clk_io_pct] -clock clk0 [all_outputs]

===== flow/design.v =====
`timescale 1ns / 1ps
module alu(
    input wire [7:0]    aluop_i,
    input wire [2:0]   alusel_i,
    input wire [63:0]         rs1_data_i,
    input wire [63:0]         rs2_data_i,
    input wire [63:0]         forward_load_data_i,
    input wire                forward_load_rs1_en,
    input wire                forward_load_rs2_en,
    output wire [63:0]     wb_data_o
);
    wire [63:0] pccount;
    wire [63:0] logiccount;
    reg [63:0]  shiftcount;
    reg  [63:0] arithmeticcount;
    wire [63:0] add_result;
    wire [63:0] rs2_complement_sel;
    wire compare_result;
    wire rv32_aluop_or             = ( aluop_i  == 8'b0010_0101  );
    wire rv32_aluop_and            = ( aluop_i  == 8'b0101_1001);
    wire rv32_aluop_xor            = ( aluop_i  == 8'b0101_1011);
    wire rv32_aluop_shift_left     = ( aluop_i  == 8'b0111_1100 );
    wire rv32_aluop_shift_signed   = ( aluop_i  == 8'b0000_0011 );
    wire rv32_aluop_shift_right    = ( aluop_i  == 8'b0000_0010 );
    wire rv32_aluop_add            = ( aluop_i  == 8'b0010_0000 );
    wire rv32_aluop_sub            = ( aluop_i  == 8'b0010_0010 );
    wire rv32_aluop_slti           = ( aluop_i  == 8'b0010_1010);
    wire rv32_aluop_sltu           = ( aluop_i  == 8'b0010_1011);
    wire rv32_aluop_divu           = ( aluop_i  == 8'b00011011);
    wire rv32_aluop_div            = ( aluop_i  == 8'b00011010 );
    wire rv32_aluop_remu           = ( aluop_i  == 8'b1011_0001);
    wire rv32_aluop_rem            = ( aluop_i  == 8'b1011_0000 );
    wire rv64_aluop_addiw          = ( aluop_i  == 8'b0101_1101);
    wire rv32_alusel_logic         = ( alusel_i == 3'b001);
    wire rv32_alusel_shift         = ( alusel_i == 3'b010);
    wire rv32_alusel_arithmetic    = ( alusel_i == 3'b100);
    wire rv32_alusel_compare       = ( alusel_i == 3'b110);
    wire rv32_alusel_subw          = ( alusel_i == 3'b011);
    wire [63:0] alu_rs1;
    wire [63:0] alu_rs2;
    wire [63:0] rv64_alu_result;
    wire [31:0] rv32_arithmetic_result=((({32{alu_rs1[31]}})<<(6'd32-({1'b0,alu_rs2[4:0]}))) | (alu_rs1[31:0]>>alu_rs2[4:0]));
    wire [64:0]   sltu_intern = {1'b0,alu_rs1} - {1'b0,alu_rs2};   
    wire [63:0] unsigned_result;
    reg  [63:0] subwcount;
    wire [63:0]   sltu_result = {63'b0 , sltu_intern[64]};  
    wire [31:0]   sub_result  = alu_rs1[31:0] - alu_rs2[31:0];
    wire [63:0]   slt_result  = {63'b0, compare_result};
    reg  [63:0]   signed_result;
    reg [63:0]   comparecount; 
    assign alu_rs1 = forward_load_rs1_en ? forward_load_data_i :  rs1_data_i;
    assign alu_rs2 = forward_load_rs2_en ? forward_load_data_i :  rs2_data_i;
    assign rs2_complement_sel   = (rv32_aluop_sub||rv32_aluop_slti) ?((~alu_rs2)+1):(alu_rs2);
    assign add_result = alu_rs1 + rs2_complement_sel;
    assign compare_result =  ( alu_rs1[63] && (~alu_rs2[63]))                    
                        || (((~alu_rs1[63])&& (~alu_rs2[63]))&&add_result[63])
                        || ((( alu_rs1[63])&& ( alu_rs2[63]))&&add_result[63]); 
    assign signed_result  = {63'd0,compare_result};
    assign comparecount   = {63'd0,(rv32_aluop_sltu ? sltu_intern[64]:compare_result)};
always @(*) begin
    case (aluop_i)
      8'b0010_0000:   arithmeticcount = add_result;
      8'b0010_0010:   arithmeticcount = alu_rs1 - alu_rs2;
      8'b0101_1101:  begin 
                     arithmeticcount[31:0] = alu_rs1[31:0] + alu_rs2[31:0];
                     arithmeticcount[63:32] = {32{arithmeticcount[31]}};  
                     end
        8'b0111_1100:   shiftcount = alu_rs1 << alu_rs2[5:0];
        8'b0000_0010:   shiftcount = alu_rs1 >> alu_rs2[5:0];
        8'b0000_0011:   shiftcount = ((({64{alu_rs1[63]}})<<(7'd64-({1'b0,alu_rs2[4:0]}))) | (alu_rs1>>alu_rs2[4:0]));
        8'b0101_1111:  begin shiftcount[31:0] = alu_rs1[31:0] << alu_rs2[4:0];
                             shiftcount[63:32] = {32{shiftcount[31]}};  
                       end
        8'b1000_0000:  begin 
                      shiftcount[31:0] = rv32_arithmetic_result;               
                      shiftcount[63:32] = {32{alu_rs1[31]}};  
                      end
        8'b1100_0000:begin 
                      shiftcount[31:0]  = alu_rs1[31:0] >> alu_rs2[4:0];              
                      shiftcount[63:32] = {32{shiftcount[31]}};  
                      end
      default:   begin 
                      arithmeticcount = 'd0;
                      shiftcount      = 'd0; 
                 end
    endcase
  end
  always @(*) begin
    case (aluop_i)
      8'b0010_1010: comparecount = slt_result;
      8'b0010_1011: comparecount = sltu_result; 
      default: comparecount = 'd0; 
    endcase
  end
   always @(*) begin
    case (aluop_i)
      8'b0010_1111: begin
                    subwcount[31:0]  = sub_result;
                    subwcount[63:32] ={32{sub_result[31]}}; 
                    end
      default: subwcount = 'd0; 
    endcase
  end
    assign logiccount =  ({64{rv32_aluop_or }}   & (alu_rs1 | alu_rs2))
                       | ({64{rv32_aluop_and}}   & (alu_rs1 & alu_rs2))
                       | ({64{rv32_aluop_xor}}   & (alu_rs1 ^ alu_rs2));
    assign wb_data_o  = ({64{rv32_alusel_logic}}      & logiccount)
                       |({64{rv32_alusel_shift}}      & shiftcount)
                       |({64{rv32_alusel_compare}}    & comparecount)
                       |({64{rv32_alusel_subw}}       & subwcount)
                       |({64{rv32_alusel_arithmetic}} & arithmeticcount);
endmodule 

==> results.tsv <==
metric	value	unit
place_hpwl	134600	um
ys_sh_simple	19.21	%
yosysTopAreaCellShare	11.95	%
worst-setup-path-type	in2out	
adder_share	11.45	%
layout.area.comb	0.02438	mm2
synthTopLogicFamily	AND-OR/OR-AND gates	
seqCellArea	0.001922	mm2
syn_area_per_cell	6.804	um2
worstSetupStartpointType	primary input	
grt_pass1_wl	233500	um
p_sw	0.0004148	W
initial_core_util	40.46	%
peakVddDrop	0.00001037	V
chipArea	0.07203	mm2
detail_route.wl_per_cell	32.41	um
synth-async-reset-ratio	0	%
rsz0062_at_grt	false	
grt_max_degree	69	
rows	97	
mux_area_share	14.20	%
synth.cellmix.compoundShare	34.55	%
die_x	268.4	um
final_common_cell	nand2_1	
core	0.07015	mm2
yosys_warnings	4	
ys_area	0.02839	mm2
nFillCells	7402	
top_area_cell	mux2i_1	
sequentialPowerShare	0.4	%
ys.flops	128	
finalSetupViolCount	0	
yosysUniqueCellTypes	100	
ant_nets	0	
drt_pass1_iterations	8	
met1Wirelength	71410	um
whs	15.83	ns
grt_pass1_vias	32100	
hold_viol	0	
tns	0	ns
slew_violations	0	
yosysCellCount	4172	
ios	269	
area_leaders	mux2i_1 (12%), ha_1 (11%), dlxtn_1 (6.8%)	
post_cts_buffers	0	
post-route-min-period	22.37	ns
warning_count	160	
untimed_endpoints	128	
unclocked_regs	128	
via_per_inst	6.768	
cp_max_fo	57	
vias	35040	
dr_wl_met2	66650	um
syn2layout_area_growth	12.76	%
cp.required	29.36	ns
relSlewSlack	15.00	%
post_cts_resized	0	
antenna_found_initial	9	
io_buffers	269	
cts_hold_buf	0	
grt_usage	46.01	%
cap_viol_max_count	0	
place_area	0.03201	mm2
hold_path.class	in2out	
synth_area	0.02839	mm2
drt_iter0_drc	4546	
p_int	0.0002164	W
gr-total-overflow	0	
worst_pin_slew	1.240	ns
pwr_density_cell	19.72	mW/mm2
leakage	13.35	nW
die_y	268.4	um
ys.flop_type	dlxtn_1	
crit_arrival	15.03	ns
run_status	completed	
sw_frac_of_total	65.72	%
fmax	0.04470	GHz
drc	0	
synth-xor-area-share	5.823	%
crit_path_end_kind	output pin	
gp_congestion	1.129	
final_cell_area	0.03201	mm2
final_cell_mix	nand2_1 (433), a21oi_1 (351), mux2i_1 (336)	
edf_count	0	
top_layer_used	met5	
comb_power_share	99.6	%
dr_wl_met3	22850	um
drt-total-wl	167800	um
drive_gt1_share	6.374	%
finalCritPeriodShare	60.95	%
clkPwrFrac	0	%
synthCells	4172	
fin_util	45.63	%
[cell type report]
cell class / instances / area share, %
repair buffers: 406 / 11.59
diodes: 1 / 0.007818
multi-input cells: 3484 / 76.15
well taps: 940 / 3.674
inverters: 218 / 2.568
flip-flops and latches: 128 / 6.004
[power groups by stage]
| stage | logic [W] | registers [W] | clock network, W |
|---|---|---|---|
| 6_report | 0.000629 | 0.00000259 | 0.000000000000222 |
| 5_1_grt | 0.000661 | 0.00000260 | 0 |
| 4_1_cts | 0.000602 | 0.00000258 | 0 |
[kinds of logic (layout without fill, tap and decap cells)]
logic type | Yosys count | in the layout
AOI/OAI and AO/OA | 1494 | 1494
and+or+nand+nor | 1160 | 1160
buffers and inverters | 560 | 624
muxes | 385 | 385
adders and majority gates | 258 | 258
xor gates and xnor gates | 187 | 187
latches | 128 | 128
other | 0 | 1
[registers in the layout, indices dropped and copies added, names as in the netlist]
register and count:
arithmeticcount 64, shiftcount 64
[layer usage]
metal	GRT usage, %	up-vias
met4	15.25	14
li1	-	15590
met2	63.00	2339
met1	66.33	16760
met5	0	-
met3	16.63	343
[final timing paths]
path              startpoint      endpoint  cells after the start
max   forward_load_data_i[4]  wb_data_o[0]                     23
min              alusel_i[2]  wb_data_o[0]                      5
[stage by stage]
step	setup slack (ns)	std cells	power, W
2_1_floorplan	16.60	4172	0.0003926
3_3_place_gp	14.70	5176	0.0006076
4_1_cts	14.53	5176	0.0006045
3_5_place_dp	14.55	5176	0.0006014
5_1_grt	13.97	5176	0.0006641
6_report	14.33	5177	0.0006312
[worst max-delay path: stages]
cell and delay (ns):
clkdlybuf4s50_1 0.48, mux2i_4 0.15, buf_4 0.63, o211ai_1 0.50, nor3_1 0.75, nand3_1 0.13
or3_1 0.44, or3_1 0.46, nor3_1 0.74, a21oi_1 0.19, xnor2_1 0.16, ha_1 0.43
a21o_1 0.24, a21o_1 0.17, a21oi_1 0.29, nand2_1 0.08, o21ai_0 0.15, and4b_1 0.20
o41ai_1 0.10, xnor2_1 0.28, a211oi_2 0.10, o31ai_1 0.41, clkdlybuf4s50_1 0.58
[cell usage after synthesis (24+ instances only)]
cell and n:
nand3_1 83, nor2b_1 33, xnor2_1 156, o211ai_1 120, buf_1 24, o31ai_1 34, xor2_1 29, a211oi_1 45
nand4_1 45, mux2i_1 339, o22ai_1 59, a21o_1 65, nor3_1 90, mux2_2 30, nand2b_1 37, and3_1 28
o221ai_1 52, clkbuf_1 234, dlxtn_1 128, o21bai_1 38, buf_2 68, o21ai_0 301, nand2_1 435, inv_1 209
a21oi_1 352, nor4_1 28, a31oi_1 57, nor2_1 274, a22oi_1 144, a221oi_1 38, ha_1 255
No activity file was given, so power comes from the tool's default toggle rates.
